--- /design/flow/run.sh ---
#!/bin/bash
# OpenROAD 26Q1-2900-gdf79404cd8, Yosys 0.63+post, stock flow scripts
make -C /OpenROAD-flow-scripts/flow DESIGN_CONFIG=/design/flow/config.mk WORK_HOME=/design/flow/orfs finish
--- /design/flow/config.mk ---
export PLATFORM = sky130hd
export DESIGN_NAME = traffic_light
export DESIGN_NICKNAME = traffic_light
export VERILOG_FILES = /design/flow/design.v
export SDC_FILE = /design/flow/constraint.sdc
export NUM_CORES = 4
export LEC_CHECK = 1
export CORE_UTILIZATION = 50
--- /design/flow/constraint.sdc ---
current_design traffic_light

set clk_period 4.4
set clk_io_pct 0.2

create_clock -name clk0 -period $clk_period [get_ports {clk}]

set non_clock_inputs [all_inputs -no_clocks]
set_input_delay [expr $clk_period * $clk_io_pct] -clock clk0 $non_clock_inputs
set_output_delay [expr $clk_period * $clk_io_pct] -clock clk0 [all_outputs]
--- /design/flow/design.v ---
module traffic_light(
    input wire clk,           
    input wire start_btn,     
    input wire pir_sensor,    
    input wire MODE,          
    output reg red_light,
    output reg yellow_light,
    output reg green_light
);
  reg [33:0] counter = 0;
  reg started = 0;
  reg cycle_completed = 0;
  reg prev_btn = 0;
  reg prev_pir = 0;
  wire btn_rising_edge = start_btn & ~prev_btn;
  wire pir_rising_edge = pir_sensor & ~prev_pir;
  wire trigger = (MODE) ? btn_rising_edge : pir_rising_edge;
  always @(posedge clk) begin
    prev_btn <= start_btn;
    prev_pir <= pir_sensor;
    if (!started || cycle_completed) begin
      red_light <= 1;
      yellow_light <= 0;
      green_light <= 0;
      if (trigger) begin
        started <= 1;
        cycle_completed <= 0;
        counter <= 0;
      end
    end else begin
      if (counter >= 1_300_000_000) begin
        counter <= 0;
        cycle_completed <= 1;
      end else begin
        counter <= counter + 1;
      end
      red_light <= 0;
      yellow_light <= 0;
      green_light <= 0;
      if (counter < 500_000_000) begin
        green_light <= 1;
      end else if (counter < 800_000_000) begin
        yellow_light <= 1;
      end else begin
        red_light <= 1;
      end
    end
  end
endmodule
==> out/qor.yml <==
finish:
  fin_area_sq_mm: 0.00258
  drive_gt1_frac: 0.0753
  instances_no_fill: 291
  area_growth_pct: 7.50
  final.fill_count: 381
grt:
  grtUsageTotal: 0.221
  antenna_found_initial: 0
  grt_pass1_vias: 1761
  grt_pass1_wl_um: 8490
  grt_remaining_overflow: 0
  grt_max_degree: 28
critical_path:
  cp_cell_sequence: "clkdlybuf4s50_1 > nor3b_1 > a31oi_1 > nand2b_1 > buf_4"
  critPathBufInv: 2
  worstSetupEndpointType: "flip-flop"
  critPathMaxFanout: 19
  path_delay_family: "buffers and inverters"
  cpPeakStageDelay_ps: 600
  required_ps: 4380
  cp_slowest_cell: "nand2b_1"
  crit_arrival_ps: 2610
  start_kind: "primary input"
  critical_path_class: "in2reg"
cts:
  clock_latency_ps: 290
  cts_tree: "built"
  cts.path.max_buffers: 2
  htreeDepth: 2
  post_cts_buffers: 0
  clk_pin_slew_ps: 80
  cts.repair.resized: 0
  cts.sinks: 41
  cts_made_buffers: 5
  cts_hold_buf: 0
  root_buffer: "clkbuf_8"
floorplanning:
  fp_util: 0.537
  die_w_um: 71.3
  die-area_sq_mm: 0.00509
  ioPinCount: 7
  fp-row-count: 24
  fp.dieH_um: 71.3
  core_sq_mm: 0.00447
power:
  p_leak_nw: 0.766
  peakVddDrop_uv: 209
  power_density_mw_per_mm2: 329
synth:
  synth_top_area_share: 0.450
  ys_top_cells_by_area: "edfxtp_1 45%, xnor2_1 4.7%, a211oi_1 4.4%, nor3_1 4.4%, dfxtp_1 4.2%"
  ys_cells: 239
  ys_warn_count: 1
  syn_area_sq_mm: 0.00240
  yosys_area_sq_mm: 0.00240
  synth_area_per_cell_sq_um: 10.1
  ys_ff: 41
  synthFlopType: "edfxtp_1"
  top_area_cell: "edfxtp_1"
  ys_async_sr_fraction: 0
  common_cells: "36 x edfxtp_1, 21 x nor3_1, 14 x a211oi_1, 14 x nand2_1, 13 x xnor2_1"
  ys_seq_share: 0.492
  ys_types: 43
  syn_inst: 239
  edf_count: 36
  yosysMostFrequentCell: "edfxtp_1"
final_timing:
  rsz0062_at_grt: "no"
  setup_violations: 0
  post-route-period-util: 0.598
  fmax_mhz: 380
  slew_headroom: 0.452
  worst_pin_slew_ps: 822
  setup_tns_ps: 0
  period_minus_slack_ps: 2630
  drv_slew: 0
  fin_skew_ps: 6.43
  finalHoldViolations: 0
placement:
  post-place-cells: 283
  place_hpwl_um: 3230
  place_congestion: 0.935
  io_buffer_count: 6
  dpl-instance-area_sq_mm: 0.00247
routing:
  first_iter_violations: 162
  n_antenna_cell: 0
  drt-vias-per-instance: 6.42
  wl_per_cell_um: 16.9
  ant_nets: 0
  route.final.wire_length_um: 4910
  vias: 1867
  dr.pass1.iters: 4
  remaining_drc_errors: 0
run:
  tool_warnings: 28
  drv_cap: 0
min_path:
  holdCritPathClass: "reg2reg"
run_status:
  outcome: "finished clean"
-- cells by family after synthesis --
logic type,synth area share
compound gates,0.150
xor+xnor,0.0510
fa+ha+maj,0.0104
buf+inv,0.0500
flops,0.492
other cells,0.00313
simple gates,0.244
-- where the power goes --
group | leakage [nW] | internal [W] | switching, W
Sequential | 0.405 | 0.000454 | 0.0000388
Combinational | 0.306 | 0.0000255 | 0.0000352
Clock | 0.0554 | 0.000170 | 0.000126
Total | 0.766 | 0.000650 | 0.000200
-- layout make-up --
type	instances	area, sq um	share of cell area
clock inverter	2	38.8	0.0150
inverter	9	33.8	0.0131
multi-input combinational	172	1110	0.429
clock buffer	6	72.6	0.0281
timing repair buffer	9	82.6	0.0320
tap	52	65.1	0.0252
sequential	41	1180	0.457
-- placed cells by master (no fill, tap or decap), types with 4 or more instances in the layout --
cell and count:
clkdlybuf4s50_1 6, and3_1 4, o21ai_0 10, or4_1 9
nor3_1 21, a211oi_1 14, nand3_1 12, nor2_1 11
dfxtp_1 5, or3_1 7, edfxtp_1 36, a21oi_1 4
nand4_1 11, conb_1 4, nand2_1 14, clkbuf_8 5
inv_1 9, o31ai_1 8, xnor2_1 13
-- sequential cells by signal, indices dropped and copies added (netlist names) --
register,cells
counter,34
started,1
red_light,1
prev_btn,1
green_light,1
prev_pir,1
yellow_light,1
cycle_completed,1
-- final timing paths --
check | start | endpoint | slack, ps | cells past startpoint
worst max-delay path | pir_sensor | counter[19] | 1770 | 5
worst min-delay path | cycle_completed | cycle_completed | 590 | 1
worst max register to register | counter[0] | counter[30] | 1900 | 5
worst min register to register | cycle_completed | cycle_completed | 590 | 1
-- metal layers --
layer / share of wire / GRT usage / vias to the layer above
li1: - / - / 914
met1: 0.48 / 0.364 / 894
met2: 0.44 / 0.328 / 55
met3: 0.070 / 0.0556 / 4
met4: 0.0063 / 0.0244 / 0
met5: 0 / 0 / -
-- through the flow --
stage	hold slack [ps]	setup slack, ps	util	power [W]
4_1_cts	588	1780	0.577	0.000858
2_1_floorplan	539	1940	-	0.000539
3_3_place_gp	591	1480	0.552	0.000558
3_5_place_dp	575	1480	0.552	0.000561
6_report	587	1770	0.577	0.000849
5_1_grt	617	1690	0.577	0.000885
-- worst register-to-register path: stages (launching register included) --
cell and delay, ps:
edfxtp_1 420, ha_1 230, nand4_1 110, or4_1 760
or4_1 500, a211oi_1 280
Power is estimated from default activity; no workload was simulated.
