[flow/run.sh]
#!/bin/bash
# OpenROAD 26Q1-2900-gdf79404cd8, Yosys 0.63+post, stock flow scripts
make -C /OpenROAD-flow-scripts/flow DESIGN_CONFIG=/design/flow/config.mk WORK_HOME=/design/flow/orfs finish
[flow/config.mk]
export PLATFORM = sky130hd
export DESIGN_NAME = traffic_light_auto
export DESIGN_NICKNAME = traffic_light_auto
export VERILOG_FILES = /design/flow/design.v
export SDC_FILE = /design/flow/constraint.sdc
export NUM_CORES = 4
export LEC_CHECK = 1
export CORE_UTILIZATION = 30
[flow/constraint.sdc]
current_design traffic_light_auto

set clk_period 5.8
set clk_io_pct 0.2

create_clock -name clk0 -period $clk_period [get_ports {clk}]

set non_clock_inputs [all_inputs -no_clocks]
set_input_delay [expr $clk_period * $clk_io_pct] -clock clk0 $non_clock_inputs
set_output_delay [expr $clk_period * $clk_io_pct] -clock clk0 [all_outputs]
[flow/design.v]
module traffic_light_auto(
  input  wire       clk,           
  input  wire       rst_n,         
  output reg        red_light,
  output reg        yellow_light,
  output reg        green_light
);
  reg [26:0] clk_count;
  wire       tick;
  always @(posedge clk or negedge rst_n) begin
    if (!rst_n)
      clk_count <= 0;
    else if (clk_count == 100_000_000-1)
      clk_count <= 0;
    else
      clk_count <= clk_count + 1;
  end
  assign tick = (clk_count == 100_000_000-1);
  localparam S_RED    = 2'b00,
             S_GREEN  = 2'b01,
             S_YELLOW = 2'b10;
  reg [1:0] state, next_state;
  reg [3:0] sec_count;
  always @(posedge clk or negedge rst_n) begin
    if (!rst_n) begin
      state     <= S_RED;
      sec_count <= 0;
    end else if (tick) begin
      if (state != next_state)
        sec_count <= 0;
      else
        sec_count <= sec_count + 1;
      state <= next_state;
    end
  end
  always @(*) begin
    next_state = state;
    case (state)
      S_RED:    if (sec_count >= 5) next_state = S_GREEN;
      S_GREEN:  if (sec_count >= 5) next_state = S_YELLOW;
      S_YELLOW: if (sec_count >= 3) next_state = S_RED;
    endcase
  end
  always @(*) begin
    {red_light, yellow_light, green_light} = 3'b000;
    case (state)
      S_RED:    red_light    = 1;
      S_GREEN:  green_light  = 1;
      S_YELLOW: yellow_light = 1;
    endcase
  end
endmodule
==> impl_metrics.yaml <==
# flow metrics
status:
  status: "complete, no violations"
global_route:
  grt_start_max_net_pins: 34
  track_usage_pct: 11.6
  grt_first_pass_wirelength_um: 5400
  overflow: 0
  antenna_found_initial: 0
  grt_pass1_vias: 1182
timing:
  tightest_slew_ns: 0.420
  relSlewSlack_pct: 72.0
  fin_setup_tns_ns: 0
  hold_ws_ns: 0.485
  fin_skew_ns: 0.00640
  period_minus_slack_ns: 2.51
  maxSlewViolCount: 0
  max_freq_mhz: 398
  fin_crit_sh_pct: 43.3
  hold_viol: 0
  setup_slack_ns: 3.29
  grt_setup_unrepaired: "no"
  final-setup-viol-count: 0
floorplanning:
  die_x_um: 77.5
  chip_area_sq_um: 6010
  die_h_um: 77.5
  coreArea_sq_um: 5510
  ioPinCount: 5
  rows: 27
  fp_util_pct: 31.1
synthesis:
  synth_warnings: 1
  avgSynthCellArea_sq_um: 10.1
  syn_inst: 170
  yosysChipArea_sq_um: 1710
  netlist_area_sq_um: 1710
  synth.distinct_cells: 37
  ys_cells: 170
  ys_ff: 33
  ys_seq_share_pct: 48.2
finish:
  area_growth_pct: 11.7
  finalNonFillerCells: 250
  layout_top_cells: "dfrtp_1, nor2_1, nand2_1, xor2_1"
  seq_area_sq_um: 826
  layout_top_cell: "dfrtp_1"
  final_layout_size_suffix_gt1_share_pct: 8.99
  comb_area_sq_um: 832
  final_core_util_pct: 34.7
  nFillCells: 538
routing:
  postRouteWirelength_um: 3050
  antennaDiodeCount: 0
  drc: 0
  postRouteAntennaNets: 0
  post_drt_wl_per_cell_um: 12.2
  via_per_inst: 4.72
  drtPass1Iterations: 4
  dr_total_vias: 1181
  first_iter_violations: 50
critical_path:
  start_kind: "register"
  crit_required_ns: 4.64
  worstSetupPathType: "register to output pin"
  worstPathArrival_ns: 1.35
  critPathCaptureType: "output pin"
  crit_path_max_fanout: 8
placed_design:
  gp_congestion: 0.793
  dp_hpwl_um: 2020
  pre_cts_slack_ns: 3.58
  io_buffers: 4
  placed_cells: 243
clocking:
  root_buffer: "clkbuf_8"
  h-tree-depth: 2
  cts.path.max_buffers: 2
  post_cts_resized: 0
  holdBufCountCts: 0
  cts_buffers: 5
  cts.clk_slew.worst_paths_ns: 0.06
  clock_sinks: 33
  cts_tree: "built"
  post_cts_buffers: 0
  clock_latency_ns: 0.28
hold_path:
  hold_class: "register to register"
run:
  cap_violations: 0
  warnings: 27
power_and_ir_drop:
  power_density_nw_per_um2: 213
  power.leakage_nw: 0.868
  vdd_drop_max_uv: 99.9
-- critical path, stage by stage, from the launching register on --
cell             delay (ns)
dfrtp_1                0.46
nor2b_1                0.16
clkdlybuf4s50_1        0.46
-- final timing paths --
| path | to | from | cells after the start | slack, ns |
|---|---|---|---|---|
| max | yellow_light | state[1] | 2 | 3.29 |
| min | clk_count[6] | clk_count[6] | 1 | 0.49 |
| max reg2reg | clk_count[24] | clk_count[0] | 6 | 3.77 |
| min reg2reg | clk_count[6] | clk_count[6] | 1 | 0.49 |
| max in group asynchronous | sec_count[1] | rst_n | 2 | 4.20 |
| min in group asynchronous | clk_count[22] | rst_n | 2 | 1.30 |
-- registers in the layout, indices dropped and copies added (netlist names) --
signal     flops
clk_count     27
state          2
sec_count      4
-- cells in the mapped netlist, drive strengths merged --
| library cell | n | share of area (%) |
|---|---|---|
| a211o | 1 | 0.51 |
| nor4 | 3 | 2.0 |
| o211ai | 1 | 0.44 |
| nor3 | 5 | 1.8 |
| dfrtp | 33 | 48 |
| inv | 6 | 1.3 |
| or3 | 5 | 2.0 |
| nor2 | 15 | 3.3 |
| ha | 4 | 2.9 |
| nand2 | 15 | 3.3 |
| nand2b | 1 | 0.37 |
| o21ai | 6 | 1.8 |
| o21bai | 1 | 0.44 |
| and4 | 6 | 3.1 |
| xnor2 | 8 | 4.1 |
| nand3 | 9 | 2.9 |
| buf | 5 | 1.8 |
| or2 | 1 | 0.51 |
| o22a | 1 | 0.51 |
| mux2i | 1 | 0.58 |
| a21oi | 4 | 1.2 |
| and3 | 5 | 1.8 |
| nor2b | 4 | 1.5 |
| o21a | 1 | 0.44 |
| xor2 | 14 | 7.2 |
| a21boi | 1 | 0.44 |
| o31ai | 2 | 0.88 |
| and2 | 3 | 1.2 |
| nand4 | 9 | 3.7 |
-- final cells by class --
class	count	area share, %
Inverter	6	1.18
Sequential cell	33	43.2
Clock buffer	7	4.52
Tap cell	72	4.71
Timing Repair Buffer	6	2.88
Multi-Input combinational cell	126	43.5
-- cell families after synthesis --
| logic type | Yosys count | synth area share [%] |
|---|---|---|
| AOI/OAI and AO/OA | 18 | 6.58 |
| xor gates and xnor gates | 22 | 11.3 |
| adders and majority gates | 4 | 2.92 |
| buffers and inverters | 11 | 3.14 |
| DFF | 33 | 48.2 |
| muxes | 1 | 0.585 |
| and+or+nand+nor | 81 | 27.3 |
-- where the power goes --
group	leakage [nW]	switching (W)	internal, W	total (W)
sequential	0.451	0	0.000230	0.000230
combinational	0.372	0.00000443	0.00000103	0.00000546
clock	0.0443	0.0000776	0.0000940	0.000172
-- metal layers --
metal | vias up | routed length [um] | global-route usage [%]
met5 | - | 0 | 0
met4 | 0 | 44 | 2.64
met3 | 6 | 99 | 3.11
met2 | 23 | 1340 | 16.6
met1 | 546 | 1570 | 17.9
li1 | 606 | - | -
-- through the flow --
step,area [sq um],total power (W)
finish,1910,0.000407
CTS,1910,0.000414
global placement,1830,0.000240
global route,1910,0.000427
floorplan,1710,0.000234
detailed placement,1830,0.000240
Power is estimated from default activity; no workload was simulated.
